==> design.v <==
module carry_look_ahead_4bit(
  input logic [3:0] a_in,
  input logic [3:0] b_in,
  input logic c_in,
  output logic [3:0] sum_out,
  output logic c_out
);
  logic [3:0] p;
  logic [3:0] g;
  logic [3:0] temp;
  logic [3:0] temp_genvar;
  logic [3:0] temp_genvar_2;
assign p = a_in ^ b_in;  
assign g = a_in & b_in;  
  genvar i;
  generate
    for (i = 1; i < 4; i++) begin
      assign temp_genvar[i] = p[i] & g[i-1]; 
      assign temp_genvar_2[i] = p[i] & p[i-1];  
    end
  endgenerate
  assign temp[0] = c_in;
  assign temp[1] = g[0] | (p[0] & temp[0]);
  assign temp[2] = g[1] | temp_genvar[1] | (temp_genvar_2[1] & temp[0]);
  assign temp[3] = g[2] | temp_genvar[2] | (temp_genvar[1] & g[0]) | (temp_genvar_2[1] & p[0] & temp[0]);
  assign c_out   = g[3] | temp_genvar[3] | (temp_genvar_2[3] & g[1]) | (p[3] & temp_genvar_2[2] & g[0]) | (p[3] & temp_genvar_2[2] & p[0] & temp[0]);
  assign sum_out = p ^ temp;
endmodule
module carry_look_ahead_16bit #(parameter N = 16)(
  input logic [N-1:0] a_in,
  input logic [N-1:0] b_in,
  input logic c_in,
  output logic [N-1:0] sum_out,
  output logic c_out
  );
  logic [4:0] carry;
  assign carry[0] = c_in;
genvar i;
  for (i = 0;i<N;i=i+4) begin : carry_look_ahead_4bit
  carry_look_ahead_4bit FOURBITBLOCK(  
    .sum_out    (sum_out[i +: 4]),
    .c_out  (carry[(i>>2)+1]),
    .a_in      (a_in[i +: 4]),
    .b_in      (b_in[i +: 4]),
    .c_in   (carry[i>>2])
  );
end
assign c_out = carry[4];
      endmodule
==> run.sh <==
#!/bin/bash
# OpenROAD 26Q1-2900-gdf79404cd8, Yosys 0.63+post, stock flow scripts
make -C /OpenROAD-flow-scripts/flow DESIGN_CONFIG=/design/flow/config.mk WORK_HOME=/design/flow/orfs finish
==> config.mk <==
export PLATFORM = sky130hd
export DESIGN_NAME = carry_look_ahead_16bit
export DESIGN_NICKNAME = carry_look_ahead_16bit
export VERILOG_FILES = /design/flow/design.v
export SDC_FILE = /design/flow/constraint.sdc
export NUM_CORES = 4
export LEC_CHECK = 1
export CORE_AREA = 10 10 70 70
export DIE_AREA = 0 0 80 80
==> constraint.sdc <==
current_design carry_look_ahead_16bit

set clk_period 6.1
set clk_io_pct 0.2

create_clock -name clk0 -period $clk_period

set non_clock_inputs [all_inputs -no_clocks]
set_input_delay [expr $clk_period * $clk_io_pct] -clock clk0 $non_clock_inputs
set_output_delay [expr $clk_period * $clk_io_pct] -clock clk0 [all_outputs]
==> Slide: Implementation Results <==
Synthesis and Place & Route Summary

Outcome
  • Status: completed

STA
  • Final hold violation count: 0
  • Relative slew slack: 73.0%
  • Fmax: 193 MHz
  • Final setup vio count: 0
  • Least-Margin Pin Slew: 403 ps
  • Setup TNS Final: 0 ps
  • Max-slew violation count: 0
  • Fin Hold WS: 3500 ps
  • Fin crit period: 5170 ps
  • RSZ-0062 raised after global routing: false
  • Fin crit share: 84.8%

GRT
  • Total GRT Usage: 7.66%
  • Largest net degree at the start of global routing: 7
  • Initial antenna violation count: 0
  • GR Overflow Total: 0
  • Vias in the first global route: 929
  • Global-route wire length before repair: 4240 µm

Setup path
  • Crit path buf inv count: 2
  • CP Data Arrival Time: 3950 ps
  • CP max stage cell: clkdlybuf4s50_1
  • Setup crit start kind: input port
  • Delay-heaviest family, CP: buffers and inverters
  • Worst-path cell chain: clkdlybuf4s50_1 -> ha_1 -> a21o_1 -> a21o_1 -> o211a_1 -> o21ai_1 -> nand2_1 -> fa_1 -> xor2_1 -> clkdlybuf4s50_1
  • Req. time, crit path: 4880 ps
  • Slowest cell delay on critical path: 490 ps
  • Peak fanout along the critical path: 4
  • Critical Path Sink Type: output port
  • Crit Path Class: input port to output port

Cells and area
  • Layout sequential cell count: 0
  • Clock Buffer Count: 0
  • Non-Filler Instances: 200
  • Area grow syn2layout: 71.0%
  • Final Instance Area: 0.00134 mm²
  • FF/Latch Area: 0 µm²
  • Filler cells: 367
  • Layout cells sized above 1: 2.60%

Place
  • DP HPWL: 2110 µm
  • Routability cong.: 0.811
  • Inst Count DP: 200
  • Placed Area: 0.00134 mm²
  • PortBufs: 50

Synth
  • Area fraction in compound gates: 29.5%
  • Yosys Instances: 104
  • Synth Area in XOR/XNOR: 8.92%
  • Top cell area share: 25.5%
  • Seq/Total Area, Yosys: 0%
  • Gate Count Post-Synth: 104
  • Fa+ha+maj area frac: 35.7%
  • Dominant comb cell: adder cells
  • Largest cells by area: ha_1, fa_1, a21oi_1
  • Syn Area/Cell: 7.56 µm²
  • Distinct cells, synth: 31
  • Mux area share: 1.43%
  • Post-synth top area cell: ha_1
  • And+or+nand+nor area frac: 20.7%
  • Post-Syn Area: 786 µm²
  • Ys Warns: 0
  • Yosys Chip Area: 786 µm²

Drt
  • Via count: 935
  • First-pass DRT Iterations: 4
  • DRT Wirelength: 2340 µm
  • Antenna-violating nets left: 0
  • Inserted Diodes: 0
  • Vias per std cell: 4.68
  • Wire per inst: 11.7 µm
  • Starting DRT DRC Count: 31
  • Residual DRC: 0

Floorplanning
  • Die ar.: 0.00640 mm²
  • Count of standard-cell rows: 21
  • Die Y: 80 µm
  • Core footprint: 0.00342 mm²
  • Die X: 80 µm
  • Fp util: 23.0%
  • I/O pin count: 50

Run
  • Tool Warnings: 32
  • Max_cap viols: 0

Power
  • Gate power share: 100.0%
  • Internal power: 92.8 µW
  • Static Leak: 0.000583 µW
  • Sw Ratio: 35.4%
  • Power Total: 144 µW
  • Clock network power share: 0%
  • Pwr dens: 107 mW/mm²
  • Sequential power share: 0%
  • Switch Pwr: 50.9 µW
  • Max VDD drop: 0.0383 mV

Hold path
  • Hold path endpoint: sum_out[0]
  • Hold path startpoint: c_in
  • Hold path depth: 5
  • Worst Hold Class: input port to output port

Clock tree
  • Post-CTS setup buffer count: 0
  • Cts repair resizes: 0
  • Cts hold-fix bufs: 0
-- metrics by stage --
step	util, %	setup WS (ps)
2_1_floorplan	-	1950
3_3_place_gp	39.3	940
3_5_place_dp	39.3	890
4_1_cts	39.3	889
5_1_grt	39.3	713
6_report	39.3	927
-- routing by layer --
layer | share of wire (%) | vias up | global-route usage [%]
li1 | - | 490 | -
met1 | 47 | 404 | 11.1
met2 | 40 | 41 | 11.6
met3 | 13 | 0 | 2.39
met4 | 0 | 0 | 0
met5 | 0 | - | 0
-- cells in the mapped netlist (2+ instances only) --
master and instances:
ha_1 16, a21oi_1 11, nand2_1 11, inv_1 8, nor2_1 8, o21ai_1 5, xnor2_1 5, fa_1 4
nand3_1 4, xor2_1 3, a21o_1 2, a221o_1 2, nor2b_1 2, nor3_1 2, nor3b_1 2, o21ai_0 2
o311ai_1 2, or2_2 2
-- tightest hold or removal path, cell delays in order --
cell and delay (ps):
clkdlybuf4s50_1 420, inv_1 70, fa_1 150, inv_1 30, clkdlybuf4s50_1 390
-- cells in the final DEF, fill, tap and decap left out, types with 2 or more instances in the layout --
cell type        instances
nor2_1                   8
nand2_1                 11
xor2_1                   3
nand3_1                  4
o21ai_1                  5
a21o_1                   2
inv_1                    8
o311ai_1                 2
ha_1                    16
xnor2_1                  5
nor2b_1                  2
a21oi_1                 11
fa_1                     4
a221o_1                  2
clkdlybuf4s50_1         50
nor3b_1                  2
nor3_1                   2
o21ai_0                  2
or2_2                    2
-- logic make-up after synthesis --
kind of cell    count (synthesis)
compound gates                 33
xor+xnor                        8
fa+ha+maj                      20
buf+inv                         8
mux                             1
simple gates                   34
-- power by group through the flow --
stage,clock network (µW),registers [µW],logic (µW)
after CTS,0,0,147
after global routing,0,0,164
final,0,0,144
-- worst max path at each step --
stage | cells after the start | slack (ps) | start | endpoint
final | 10 | 930 | a_in[2] | sum_out[13]
after global routing | 10 | 710 | a_in[2] | sum_out[13]
after CTS | 10 | 890 | a_in[2] | sum_out[13]
-- layout make-up --
cell class	count	area, µm²	area share [%]
Inverter	8	30.0	2.23
Tap cell	46	57.6	4.28
Multi-Input combinational cell	96	756	56.2
Timing Repair Buffer	50	500	37.2
Power and IR drop assume default switching activity.
