`flow/run.sh`:
```
#!/bin/bash
# OpenROAD 26Q1-2900-gdf79404cd8, Yosys 0.63+post, stock flow scripts
make -C /OpenROAD-flow-scripts/flow DESIGN_CONFIG=/design/flow/config.mk WORK_HOME=/design/flow/orfs finish
```
`flow/config.mk`:
```
export PLATFORM = sky130hd
export DESIGN_NAME = array_multiplier
export DESIGN_NICKNAME = array_multiplier
export VERILOG_FILES = /design/flow/design.v
export SDC_FILE = /design/flow/constraint.sdc
export NUM_CORES = 4
export LEC_CHECK = 1
export CORE_AREA = 10 10 70 70
export DIE_AREA = 0 0 80 80
```
`flow/constraint.sdc`:
```
current_design array_multiplier

set clk_period 3.4
set clk_io_pct 0.2

create_clock -name clk0 -period $clk_period

set non_clock_inputs [all_inputs -no_clocks]
set_input_delay [expr $clk_period * $clk_io_pct] -clock clk0 $non_clock_inputs
set_output_delay [expr $clk_period * $clk_io_pct] -clock clk0 [all_outputs]
```
`flow/design.v`:
```
module array_multiplier #(parameter N = 4) (
  input  logic [N-1:0] a_i,
  input  logic [N-1:0] b_i,
  output logic [2*N-1:0] product_o
);
  logic [N-1:0] pp_row [N-1:0];
  logic [2*N-1:0] shifted_row [N-1:0];
  logic [2*N-1:0] sum0 [0:N];
  genvar i, j;
  generate
    for(i = 0; i < N; i++) begin : gen_pp_row
      for(j = 0; j < N; j++) begin : gen_pp_bit
        assign pp_row[i][j] = a_i[j] & b_i[i];
      end
    end
  endgenerate 
  generate
    for(i = 0; i < N; i++) begin : gen_shifts
      assign shifted_row[i] = {{(N - i){1'b0}}, pp_row[i], {i{1'b0}}};
    end
  endgenerate
  assign sum0[0] = {2*N{1'b0}};
  generate
    for(i = 0; i < N; i++) begin
      assign sum0[i+1] = sum0[i] + shifted_row[i];
    end
  endgenerate
assign product_o = sum0[N];
endmodule
```
==> results_slide.txt <==
Key Metrics from the Run

Setup path
  • CP required: 2.72 ns
  • Sum of buffers and inverters on the critical path: 4
  • Startpoint Class: input port
  • CP Class: in -> out
  • CP max stage delay: 0.54 ns
  • Delay-heaviest family, CP: adder cells
  • Crit-path cells: buf_8, and2_4, fa_1, inv_2, fa_1, inv_2, ha_4, fa_2, a21o_1, a21oi_2, xnor2_1, buf_2
  • Crit end category: output port
  • Arr. time, crit path: 3.08 ns
  • CP Max Fanout: 4
  • Worst path slowest cell: fa_1

Drt
  • N_diodes: 0
  • Drt first pass iters: 2
  • Mean number of vias per cell: 3.21
  • Avg WL per Cell: 8.86 um
  • Post-DRT Antenna Nets: 0
  • Via count: 359
  • Final WL: 992 um
  • Number of remaining DRC errors: 0
  • Iteration-0 DRC Markers: 16

Place
  • Port Buf Inserts: 16
  • Detail Placement HPWL: 871 um
  • Gpl congestion: 0.774
  • Post-placement cell area: 656 um^2
  • Placed instance count: 110

Final timing
  • Fmax: 266 MHz
  • Slew headroom: 0.905
  • Actual slew at the worst max-slew pin: 0.142 ns
  • Final min period: 3.76 ns
  • RSZ-0062 raised after global routing: true
  • Final max-slew violation count: 0
  • Hold Violations, Final: 0
  • Worst Setup Slack, final: -0.357 ns
  • Setup TNS: -0.874 ns
  • Final setup violation count: 4
  • Final period utilization: 1.11

Cells and area
  • Clock buffer count: 0
  • Final Cell Area: 673 um^2
  • Layout Cells excl Fill: 112
  • Finished Core Util: 0.197
  • Sequential cell count: 0
  • Area growth, synth to finish: 74.7%
  • Fraction of layout cells with a size suffix above 1: 0.439
  • FF+latch area: 0 um^2

Yosys
  • Syn. warnings: 4
  • Synth Instances: 42
  • Synth cell count leaders: and2_1, ha_1, fa_1
  • AND-OR/OR-AND Cells, Area Fraction: 0.0747
  • MUX share of area: 0
  • Area of the mapped netlist: 385 um^2
  • Synthesized area per cell: 9.18 um^2
  • Adder-cell share of the synthesized area: 0.584
  • Seq share, synth: 0
  • Yosys simple share: 0.234
  • Biggest area cells: ha_1, fa_1, and2_1
  • Synth area leader: ha_1
  • Post-synthesis xor/xnor area fraction: 0.0682
  • Yosys chip area: 385 um^2
  • Area leader share: 0.325
  • Yosys cell count: 42
  • Synth top cell by count: and2_1
  • Top logic family: adder cells
  • Unique cell types: 10

Floorplan
  • Die area: 6400 um^2
  • Die y size: 80 um
  • Die span in x: 80 um
  • Core area: 3420 um^2
  • # IOs: 16
  • Core Util at FP: 0.113
  • Row cnt: 21

Min path
  • Worst Hold Class: in -> out

Power
  • Power density over the cells: 156 nW/um^2
  • Total power: 0.105 mW
  • Maximum VDD drop: 0.0000431 V
  • Pleak: 0.350 nW

Run
  • Maxcap violations: 0
  • Tool warnings: 35

Global routing
  • Global route overflow: 0
  • Global-route wire length before repair: 1660 um
  • Vias in the first global route: 362
  • Tot GR Track Use: 0.0307
  • Largest net degree at the start of global routing: 5
  • Initial antenna violation count: 0

Run status
  • Failing checks: negative setup slack
  • Status: complete, but fails checks
[timing repair]
action / CTS / global route
pin swaps: 13 / 9
resized: 52 / 3
buffers inserted: 1 / 2
hold buffers: 0 / 0
setup endpoints to repair: 5 / 4
gates cloned: 0 / 0
[path summary, 6_finish.rpt]
path / slack, ns / depth (start not counted) / to / start
min: 1.94 / 5 / product_o[7] / a_i[3]
max: -0.36 / 12 / product_o[7] / a_i[2]
[logic make-up (layout without fill, tap and decap cells)]
group,after synthesis,in the layout
simple gates,16,16
fa+ha+maj,15,15
xor+xnor,3,3
compound gates,4,4
buf+inv,4,28
[layout by cell type (no fill, tap or decap)]
cell type and n:
ha_4 2, fa_1 3, buf_4 8, and2_4 3, inv_2 2, buf_2 7
a21o_1 2, a21oi_2 2, clkdlybuf4s50_1 3, dlygate4sd2_1 3, buf_6 2, buf_8 1
and2_1 9, inv_1 2, fa_2 2, xor2_1 1, ha_1 8, nand2_1 4
xnor2_1 2
[metal layers]
layer | share of wire | GRT usage | vias to the layer above
met5 | 0 | 0 | -
met4 | 0 | 0 | 0
met3 | 0.14 | 0.0159 | 0
met2 | 0.30 | 0.0337 | 13
met1 | 0.56 | 0.0510 | 162
li1 | - | - | 184
[cell type report]
class	count	area, um^2
Timing Repair Buffer	24	189
Multi-Input combinational cell	38	412
Tap cell	46	57.6
Fill cell	398	2740
Inverter	4	15.0
[stage by stage]
stage,setup slack [ns],hold slack (ns)
final,-0.357,1.94
after global routing,-0.472,2.00
after CTS,-0.434,1.93
after detailed placement,-1.19,2.38
after global placement,-1.17,2.38
after floorplan,-0.0796,1.43
[tightest hold or removal path, delay by kind of cell]
| kind | cells | cell delay, ns |
|---|---|---|
| xor gates and xnor gates | 1 | 0.07 |
| adders and majority gates | 1 | 0.16 |
| buffers and inverters | 2 | 0.22 |
| and+or+nand+nor | 1 | 0.13 |
[power by group]
part           switching [mW]  total, mW  leakage [nW]  internal [mW]
logic                  0.0404      0.105         0.350         0.0644
clock network               0          0             0              0
registers                   0          0             0              0
Power is estimated from default activity; no workload was simulated.
