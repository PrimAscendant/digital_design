--- /design/flow/config.mk ---
export PLATFORM = sky130hd
export DESIGN_NAME = fsm
export DESIGN_NICKNAME = fsm
export VERILOG_FILES = /design/flow/design.v
export SDC_FILE = /design/flow/constraint.sdc
export NUM_CORES = 4
export LEC_CHECK = 1
export CORE_AREA = 10 10 70 70
export DIE_AREA = 0 0 80 80
--- /design/flow/constraint.sdc ---
current_design fsm

set clk_period 1.0
set clk_io_pct 0.2

create_clock -name clk0 -period $clk_period [get_ports {clk}]

set non_clock_inputs [all_inputs -no_clocks]
set_input_delay [expr $clk_period * $clk_io_pct] -clock clk0 $non_clock_inputs
set_output_delay [expr $clk_period * $clk_io_pct] -clock clk0 [all_outputs]
--- /design/flow/design.v ---
module fsm(
 input logic in_i,
  input logic clk,
  input logic reset_i,
  output logic detected_o
);
  typedef enum logic [2:0] {
    S0,  
    S1,  
    S2,  
    S3,  
    S4   
  } state_t;
  state_t state, next;
  always_comb begin
    next = state;
    case (state)
      S0: begin
        if (in_i == 1'b1) next = S1;
        else            next = S0;
      end
      S1: begin
        if (in_i == 1'b0) next = S2;
        else            next = S0;
      end
      S2: begin
        if (in_i == 1'b1) next = S3;
        else            next = S0;
      end
      S3: begin
        if (in_i == 1'b1) next = S4;
        else            next = S0;
      end
      S4: begin
        if (in_i == 1'b1) next = S1;
        else            next = S0;
      end
      default: next = S0;
    endcase
  end
  always_ff @(posedge clk or negedge reset_i) begin
    if (~reset_i) begin
      state <= S0;
      detected_o     <= 1'b0;
    end
    else begin
      state <= next;
     detected_o <= (next == S4);
    end
  end
endmodule
--- /design/flow/run.sh ---
#!/bin/bash
# OpenROAD 26Q1-2900-gdf79404cd8, Yosys 0.63+post, stock flow scripts
make -C /OpenROAD-flow-scripts/flow DESIGN_CONFIG=/design/flow/config.mk WORK_HOME=/design/flow/orfs finish
==> results.yml <==
# implementation run metrics
hold_path:
  hold_path.class: "primary input to async pin"
synthesis:
  syn_inst: 15
  synth-seq-cells: 6
  synthDistinctLibCells: 11
  ys_cells: 15
  yosys.area.top_type_share_pct: 59.5
  postSynthAreaPerCell_sq_um: 14.0
  synth.cellmix.xorXnorShare_pct: 0
  simple_gate_area_share_pct: 22.0
  yosys.area_share.adder_pct: 0
  synthTopCellsByArea: "dfrtp_1 (60%), dfstp_2 (13%), and2_4 (4.2%)"
  synth_area_sq_um: 210
  yosys_warnings: 1
  ys_seq_share_pct: 72.0
  aoi_share_pct: 5.95
  mux_share_pct: 0
  yosysTopAreaCell: "dfrtp_1"
  synth_chip_area_sq_um: 210
  synthTopLogicFamily: "simple AND/OR/NAND/NOR gates"
worst_setup_path:
  critPathTopFamily: "flip-flops"
  critPathLaunchType: "flop"
  crit_path_max_fanout: 1
  path_depth: 1
  cp.buffers_inverters: 1
  max_stage_delay_ns: 0.36
  slowest_stage: "dfrtp_1"
  end_kind: "primary output"
  reg2reg_slack_ns: 0.19
  r2r_end: "detected_o$_DFF_PN0_"
  regToRegStartpoint: "state[2]$_DFF_PN0_"
  arrival_ns: 0.70
  r2r_cells: 2
  crit_type: "flop to primary output"
  worstPathRequired_ns: 0.80
  cp_cell_sequence: "clkbuf_2"
timing:
  min_period_ns: 0.900
  clock_skew_ns: 0.0160
  slew_viol_final: 0
  setup-violations-final: 0
  finalHoldViolations: 0
  layout_worst_path_cycle_share_pct: 90.0
  rsz0062_at_grt: "no"
  fmax_mhz: 1110
  worstMarginPinSlew_ns: 0.243
  relSlewSlack_pct: 83.7
  finalSetupTns_ns: 0
  postLayoutSetupSlackWorst_ns: 0.100
flow_run:
  warnings: 25
  drv_cap: 0
floorplanning:
  die_w_microns: 80
  io_pins: 4
  die_h_microns: 80
  dieArea_sq_um: 6400
  coreArea_sq_um: 3420
  fp_util_pct: 6.15
  placementRows: 21
global_routing:
  grt_pass1_vias: 159
  track_usage_pct: 1.39
  grt_max_degree: 7
  grt_pass1_wl_microns: 683
  gr-total-overflow: 0
  antenna_found_initial: 0
route:
  drc: 0
  routed_wl_microns: 364
  final_antenna_net_count: 0
  vias_per_cell: 1.93
  num_antenna_cells: 0
  vias: 131
  wire_per_inst_microns: 5.35
  dr.pass1.iters: 2
  drtIter0Drc: 8
clocking:
  worst_skew_pair.late_latency_ns: 0.25
  clockRootBuffer: "clkbuf_4"
  cts_made_buffers: 3
  h-tree-depth: 1
  cts_tree: "built"
  cts.path.max_buffers: 2
  path_clk_slew_ns: 0.05
  clock_sinks: 6
cells_and_area:
  areaGrowthSynthToFinish_pct: 51.8
  final_util_pct: 9.34
  fill_cells: 399
  layout-drive-gt1-share_pct: 36.4
power_and_ir_drop:
  fin_total_pwr_uw: 544
  vdd_drop_max_mv: 0.389
  power.leakage_uw: 0.000132
  power-per-cell-area_nw_per_um2: 1700
place:
  gp_congestion: 0.736
  portBuffers: 3
  pre_cts_slack_ns: -0.137
status:
  status: "finished clean"
registers in the layout, indices dropped and copies added (netlist names):
register	flops
detected_o	1
state	5
how the worst max path moves through the flow:
stage,startpoint,end,slack [ns]
4_1_cts,detected_o$_DFF_PN0_,detected_o,0.008
5_1_grt,detected_o$_DFF_PN0_,detected_o,0.06
6_report,detected_o$_DFF_PN0_,detected_o,0.10
worst reg2reg max path, cell delays in order (launching register included):
cell     delay (ns)
dfrtp_1        0.37
nor3_1         0.22
and2_1         0.16
area by class of cell:
type / count / area [sq um] / share of cell area [%]
multi-input cells: 9 / 58.8 / 18.4
repair buffers: 3 / 25.0 / 7.84
well taps: 46 / 57.6 / 18.0
flip-flops and latches: 6 / 151 / 47.5
clock buffers: 4 / 26.3 / 8.24
stage by stage:
stage	hold slack [ns]	cell area, sq um	instances
2_1_floorplan	-0.0956	210	15
3_3_place_gp	0.445	298	64
3_5_place_dp	0.446	298	64
4_1_cts	0.177	324	68
5_1_grt	0.171	319	68
6_report	0.173	319	68
metal layers:
metal,wire (microns),part of all wire (%),global-route usage [%],up-vias
met5,0,0,0,-
met1,182,50,1.48,63
met4,0,0,0.352,0
met2,122,34,1.77,7
li1,-,-,-,61
met3,58,16,1.59,0
Yosys cell counts:
| master | n |
|---|---|
| nor2b_1 | 1 |
| dfrtp_1 | 5 |
| and2b_2 | 1 |
| o21a_1 | 1 |
| and2_2 | 1 |
| nor2_1 | 1 |
| nor3_1 | 1 |
| dfstp_2 | 1 |
| and2_4 | 1 |
| and2_1 | 1 |
| a21oi_1 | 1 |
what timing repair did:
action,CTS,global route
hold endpoints to repair,0,0
hold buffers,0,0
setup buffers,0,0
resized,2,1
endpoints found under the setup margin,1,1
report_power, final:
| part | switching (uW) | internal (uW) |
|---|---|---|
| Sequential | 6.94 | 261 |
| Combinational | 15.4 | 19.0 |
| Clock | 89.8 | 151 |
| Total | 112 | 431 |
cells in the final DEF, fill, tap and decap left out, drive strengths merged:
master,n
dfrtp,5
clkbuf,5
and2,3
clkdlybuf4s50,2
o21a,1
and2b,1
nor3,1
nor2,1
nor2b,1
a21oi,1
dfstp,1
cells by family after synthesis:
group            count (synthesis)
AND/OR/NAND/NOR                  7
flip-flops                       6
AND-OR/OR-AND                    2
No activity file was given, so power comes from the tool's default toggle rates.
